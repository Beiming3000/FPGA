$ cat design/flow/constraint.sdc
current_design seg_595_dynamic

set clk_period 5.7
set clk_io_pct 0.2

create_clock -name clk0 -period $clk_period [get_ports {sys_clk}]

set non_clock_inputs [all_inputs -no_clocks]
set_input_delay [expr $clk_period * $clk_io_pct] -clock clk0 $non_clock_inputs
set_output_delay [expr $clk_period * $clk_io_pct] -clock clk0 [all_outputs]
$ cat design/flow/config.mk
export PLATFORM = sky130hd
export DESIGN_NAME = seg_595_dynamic
export DESIGN_NICKNAME = seg_595_dynamic
export VERILOG_FILES = /design/flow/design.v
export SDC_FILE = /design/flow/constraint.sdc
export NUM_CORES = 4
export LEC_CHECK = 1
export CORE_UTILIZATION = 30
$ cat design/flow/design.v
module  bcd_8421
(
    input   wire        sys_clk     ,
    input   wire        sys_rst_n   ,
    input   wire [19:0] data        ,    
    output  reg  [3:0]  unit        ,
    output  reg  [3:0]  ten         ,
    output  reg  [3:0]  hun         ,
    output  reg  [3:0]  tho         ,
    output  reg  [3:0]  t_tho       ,
    output  reg  [3:0]  h_hun       
);
reg     [4:0]   cnt_shitf   ;
reg     [43:0]  data_shift  ;
reg             shift_flag  ;
always@(posedge sys_clk or negedge sys_rst_n)
    if(sys_rst_n == 1'b0)
        cnt_shitf <= 5'd0;
    else    if((cnt_shitf == 5'd21)&&(shift_flag == 1'b1))
        cnt_shitf <= 5'd0;
    else    if(shift_flag == 1'b1 )
        cnt_shitf  <= cnt_shitf + 5'd1;
    else
        cnt_shitf <= cnt_shitf;
always@(posedge sys_clk or negedge sys_rst_n)
    if(sys_rst_n == 1'b0)
        data_shift <= 44'b0; 
    else    if(cnt_shitf == 5'd0)
        data_shift <= {24'b0,data};
    else    if(( cnt_shitf <= 20 ) && ( shift_flag == 1'b0 ))
        begin
            data_shift[23:20]    <= (data_shift[23:20]>4) ? (data_shift[23:20] + 2'd3) : (data_shift[23:20]);
            data_shift[27:24]    <= (data_shift[27:24]>4) ? (data_shift[27:24] +2'd3 ) : (data_shift[27:24]);
            data_shift[31:28]    <= (data_shift[31:28]>4) ? (data_shift[31:28] +2'd3 ) : (data_shift[31:28]);
            data_shift[35:32]    <= (data_shift[35:32]>4) ? (data_shift[35:32] +2'd3 ) : (data_shift[35:32]);
            data_shift[39:36]    <= (data_shift[39:36]>4) ? (data_shift[39:36] +2'd3 ) : (data_shift[39:36]);
            data_shift[43:40]    <= (data_shift[43:40]>4) ? (data_shift[43:40] +2'd3 ) : (data_shift[43:40]);
        end
    else    if(( cnt_shitf <= 20 ) && ( shift_flag == 1'b1 ))
        data_shift <= data_shift << 1;
    else
        data_shift <= data_shift;
always@(posedge sys_clk or negedge sys_rst_n)
    if(sys_rst_n == 1'b0)
        shift_flag <= 1'b0;
    else
        shift_flag <= ~shift_flag;
always@(posedge sys_clk or negedge sys_rst_n)
    if(sys_rst_n == 1'b0)        
        begin
            unit   <= 4'b0;
            ten    <= 4'b0;
            hun    <= 4'b0;
            tho    <= 4'b0;
            t_tho  <= 4'b0;
            h_hun  <= 4'b0;
        end
    else    if(cnt_shitf == 5'd21)
        begin
            unit   <= data_shift[23:20];
            ten    <= data_shift[27:24];
            hun    <= data_shift[31:28];
            tho    <= data_shift[35:32];
            t_tho  <= data_shift[39:36];
            h_hun  <= data_shift[43:40];
        end
endmodule
module hc595_ctrl
(
    input   wire        sys_clk     ,
    input   wire        sys_rst_n   ,
    input   wire    [5:0]   sel     ,
    input   wire    [7:0]   seg     ,
    output  reg         ds          ,
    output  reg         shcp        ,
    output  reg         stcp        ,
    output  wire        oe          
);
wire    [13:0]  data    ;
reg     [1:0]   cnt     ;
reg     [3:0]   cnt_bit ;
assign data = {seg[0],seg[1],seg[2],seg[3],seg[4],seg[5],seg[6],seg[7],sel};
always@(posedge sys_clk or negedge  sys_rst_n)
    if(sys_rst_n == 1'b0)   
        cnt <= 2'd0;
    else    if(cnt == 2'd3)
        cnt <= 2'd0;
    else
        cnt <= cnt + 1'b1;
always@(posedge sys_clk or negedge  sys_rst_n)
    if(sys_rst_n == 1'b0)   
        cnt_bit <= 4'd0;
    else if((cnt_bit == 4'd13)&&(cnt == 2'd3))
        cnt_bit <= 4'd0;
    else if(cnt == 2'd3)
        cnt_bit <= cnt_bit + 1'b1;
    else
        cnt_bit <= cnt_bit;
always@(posedge sys_clk or negedge  sys_rst_n)
    if(sys_rst_n == 1'b0)   
        ds <= 1'b0;
    else    if(cnt == 2'd0)
        ds <= data[cnt_bit];
    else
        ds <= ds;
always@(posedge sys_clk or negedge  sys_rst_n)
    if(sys_rst_n == 1'b0)   
        shcp <= 1'b0;
    else    if (cnt== 2'd2)
        shcp <= 1'b1;
    else    if(cnt == 2'd0)
        shcp <= 1'b0;
    else
        shcp <= shcp;
always@(posedge sys_clk or negedge  sys_rst_n)
    if(sys_rst_n == 1'b0)   
        stcp <= 1'b0;
    else    if( (cnt_bit == 4'd0) && (cnt == 2'd0) )
        stcp <= 1'b1;
    else    if( (cnt_bit == 4'd0) && (cnt == 2'd2) )
        stcp <= 1'b0;
    else
        stcp <= stcp;
assign oe = 1'b0;
endmodule   
module seg_595_dynamic
(
    input   wire        sys_clk     ,
    input   wire        sys_rst_n   ,
    input   wire [19:0] data        ,  
    input   wire [5:0]  point       ,
    input   wire        sign        ,
    input   wire        seg_en      ,
    output  wire        ds          ,
    output  wire        shcp        ,
    output  wire        stcp        ,
    output  wire        oe          
);
wire    [5:0]   sel ;
wire    [7:0]   seg ;
seg_dynamic seg_dynamic_inst
(
   .sys_clk   (sys_clk  ),
   .sys_rst_n (sys_rst_n),
   .data      (data     ),  
   .point     (point    ),
   .sign      (sign     ),
   .seg_en    (seg_en   ),
   .sel       (sel      ), 
   .seg       (seg      )  
);
hc595_ctrl  hc595_ctrl
(
   .sys_clk   ( sys_clk   ) ,
   .sys_rst_n ( sys_rst_n ) ,
   .sel       ( sel       ) ,
   .seg       ( seg       ) ,
   .ds        ( ds        ) ,
   .shcp      ( shcp      ) ,
   .stcp      ( stcp      ) ,
   .oe        ( oe        ) 
);
endmodule
module seg_dynamic
(
    input   wire        sys_clk     ,
    input   wire        sys_rst_n   ,
    input   wire [19:0] data        ,  
    input   wire [5:0]  point       ,
    input   wire        sign        ,
    input   wire        seg_en      ,
    output  reg  [5:0]  sel         , 
    output  reg  [7:0]  seg          
);
parameter   CNT_MAX = 16'd49_999;
wire    [3:0]   unit        ;
wire    [3:0]   ten         ;
wire    [3:0]   hun         ;
wire    [3:0]   tho         ;
wire    [3:0]   t_tho       ;    
wire    [3:0]   h_hun       ;
reg     [23:0]  data_reg    ;
reg     [15:0]  cnt_1ms     ;
reg             flag_1ms    ;
reg     [2:0]   cnt_sel     ;
reg     [5:0]   sel_reg     ;
reg     [3:0]   data_disp   ;
reg             dot_disp    ;
always@(posedge sys_clk or negedge sys_rst_n)
    if(sys_rst_n == 1'b0)
        data_reg <= 24'b0;
    else    if( ( h_hun ) || ( point[5] ) )
        data_reg <= {h_hun,t_tho,tho,hun,ten,unit};  
    else    if(( ( t_tho ) || ( point[4] ) )  && ( sign == 1'b1 ) )
        data_reg <= {4'd10,t_tho,tho,hun,ten,unit};
    else    if(( ( t_tho ) || ( point[4] ) )  && ( sign == 1'b0 ) )
        data_reg <= {4'd11,t_tho,tho,hun,ten,unit};  
    else    if(( ( tho ) || ( point[3] ) )  && ( sign == 1'b1 ) )
        data_reg <= {4'd11,4'd10,tho,hun,ten,unit};
    else    if(( ( tho ) || ( point[3] ) )  && ( sign == 1'b0 ) )
        data_reg <= {4'd11,4'd11,tho,hun,ten,unit};  
    else    if(( ( hun ) || ( point[2] ) )  && ( sign == 1'b1 ) )
        data_reg <= {4'd11,4'd11,4'd10,hun,ten,unit};
    else    if(( ( hun ) || ( point[2] ) )  && ( sign == 1'b0 ) )
        data_reg <= {4'd11,4'd11,4'd11,hun,ten,unit};  
    else    if(( ( ten ) || ( point[1] ) )  && ( sign == 1'b1 ) )
        data_reg <= {4'd11,4'd11,4'd11,4'd10,ten,unit};
    else    if(( ( ten ) || ( point[1] ) )  && ( sign == 1'b0 ) )
        data_reg <= {4'd11,4'd11,4'd11,4'd11,ten,unit};  
    else    if(( ( unit ) || ( point[1] ) )  && ( sign == 1'b1 ) )
        data_reg <= {4'd11,4'd11,4'd11,4'd11,4'd10,unit};
    else    if(( ( unit ) || ( point[1] ) )  && ( sign == 1'b0 ) )
        data_reg <= {4'd11,4'd11,4'd11,4'd11,4'd11,unit};  
always@(posedge sys_clk or negedge sys_rst_n)
    if(sys_rst_n == 1'b0)
        cnt_1ms <= 16'd0;
    else    if(cnt_1ms == CNT_MAX)
        cnt_1ms <= 16'd0;
    else
        cnt_1ms <= cnt_1ms + 1'b1;
always@(posedge sys_clk or negedge sys_rst_n)
    if(sys_rst_n == 1'b0)    
        flag_1ms <= 1'b0;
    else    if(cnt_1ms == CNT_MAX)
        flag_1ms <= 1'b1;
    else
        flag_1ms <= 1'b0;
always@(posedge sys_clk or negedge sys_rst_n)
    if(sys_rst_n == 1'b0)        
        cnt_sel <= 3'd0;
    else    if((cnt_sel == 3'd5) && (flag_1ms == 1'b1))
        cnt_sel <= 3'd0;
    else    if(flag_1ms == 1'b1)
        cnt_sel <= cnt_sel + 3'd1;
    else
        cnt_sel <= cnt_sel;
always@(posedge sys_clk or negedge sys_rst_n)
    if(sys_rst_n == 1'b0)         
        sel_reg <= 6'b000_000;
    else    if((cnt_sel == 3'd0) && (flag_1ms == 1'b1))
        sel_reg <= 6'b000_001;
    else    if(flag_1ms == 1'b1)    
        sel_reg <= sel_reg << 1'b1;
    else   
        sel_reg <= sel_reg;
always@(posedge sys_clk or negedge sys_rst_n)
    if(sys_rst_n == 1'b0)  
        data_disp <= 4'b0;
    else    if((seg_en == 1'b1)&&(flag_1ms == 1'b1))
        case(cnt_sel)
            3'd0:   data_disp <= data_reg[3:0]  ;
            3'd1:   data_disp <= data_reg[7:4]  ;    
            3'd2:   data_disp <= data_reg[11:8] ;
            3'd3:   data_disp <= data_reg[15:12];
            3'd4:   data_disp <= data_reg[19:16];
            3'd5:   data_disp <= data_reg[23:20];
        default:    data_disp <= 4'b0;
        endcase
    else
        data_disp <= data_disp;
always@(posedge sys_clk or negedge sys_rst_n)
    if(sys_rst_n == 1'b0)          
        dot_disp <= 1'b1;
    else    if(flag_1ms == 1'b1)
        dot_disp <= ~point[cnt_sel];     
    else
        dot_disp <= dot_disp;
always@(posedge sys_clk or negedge sys_rst_n)
    if(sys_rst_n == 1'b0)       
        seg <= 8'b1111_1111;
    else   
        case(data_disp)
            4'd0:   seg <= {dot_disp,7'b100_0000};
            4'd1:   seg <= {dot_disp,7'b111_1001};
            4'd2:   seg <= {dot_disp,7'b010_0100};
            4'd3:   seg <= {dot_disp,7'b011_0000};
            4'd4:   seg <= {dot_disp,7'b001_1001};
            4'd5:   seg <= {dot_disp,7'b001_0010};
            4'd6:   seg <= {dot_disp,7'b000_0010};
            4'd7:   seg <= {dot_disp,7'b111_1000};
            4'd8:   seg <= {dot_disp,7'b000_0000};
            4'd9:   seg <= {dot_disp,7'b001_0000};
            4'd10:  seg <= 8'b1011_1111;
            4'd11:  seg <= 8'b1111_1111;
        default:    seg <= 8'b1100_0000;
        endcase
always@(posedge sys_clk or negedge sys_rst_n)
    if(sys_rst_n == 1'b0)   
        sel <= 6'b000_000;
    else    
        sel <= sel_reg;
bcd_8421    bcd_8421_inst
(
  .sys_clk    (sys_clk    ),
  .sys_rst_n  (sys_rst_n  ),
  .data       (data       ),  
  .unit       (unit       ),
  .ten        (ten        ),
  .hun        (hun        ),
  .tho        (tho        ),
  .t_tho      (t_tho      ),
  .h_hun      (h_hun      )
);
endmodule
$ cat design/flow/run.sh
#!/bin/bash
# OpenROAD 26Q1-2900-gdf79404cd8, Yosys 0.63+post, stock flow scripts
make -C /OpenROAD-flow-scripts/flow DESIGN_CONFIG=/design/flow/config.mk WORK_HOME=/design/flow/orfs finish
==> Slide: Implementation Results <==
Key Metrics from the Run

Status
  • Status: completed

Synth
  • Post-synth cell types: 60
  • Gate Count Post-Synth: 735
  • Seq/Total Area, Yosys: 51.80%
  • Yosys top cell by instances: dfrtp_1
  • Synth warnings: 3
  • Leading area contributor after synthesis: dfrtp_1
  • Top cell type's share of synthesized area: 48.59%
  • Synthesized chip area reported by yosys: 7365 um^2
  • Largest cells by area after synthesis: dfrtp_1 (49%), nand2_1 (5.0%), o21ai_0 (4.8%)
  • Ys cells: 735
  • Synth Area per Inst: 10.02 um^2
  • Most used flip-flop cell: dfrtp_1
  • Asr flop ratio synth: 100.0%
  • Flops out of synthesis: 152
  • Number of flops mapped to enable cells by yosys: 0
  • Synth Cell Area: 7365 um^2
  • Most instantiated cells after synthesis: dfrtp_1 (143), nand2_1 (98), o21ai_0 (70)

Floorplanning
  • FP Rows: 56
  • Die H: 158.7 um
  • Initial Utilization: 31.01%
  • Chip area: 25180 um^2
  • Core area: 23750 um^2
  • Die X: 158.7 um
  • IO Pins: 34

CTS
  • Reg clk slew, reported paths: 0.06 ns
  • Hold buffers post-CTS: 0
  • Worst skew pair latency: 0.41 ns
  • CTS tree: done
  • Setup bufs post-CTS: 0
  • Maximum root-to-sink buffer count: 2
  • H-tree Lvls: 4
  • Root buffer cell: clkbuf_16
  • TritonCTS Sinks: 152
  • Cts bufs inserted: 17
  • CTS resizes: 0

Cells and area
  • Area growth, synth to finish: 16.51%
  • Final core utilization: 36.13%
  • Sequential Area: 3815 um^2
  • Fraction of layout cells with a size suffix above 1: 9.481%
  • Gate Area: 3222 um^2
  • Fillers: 2295
  • Final Instance Area: 8581 um^2
  • Largest register FFs: 44

Placement
  • DP HPWL: 9.925 mm
  • Placed instance area: 8001 um^2
  • IO Port Bufs: 32
  • GP Congestion: 0.8187

STA
  • RSZ-0062 raised after global routing: false
  • Skew final: 0.009764 ns
  • Worst-margin pin slew: 1.020 ns
  • Final hold violation count: 0
  • Slew margin rel.: 30.26%
  • Max-slew violation count: 0
  • Setup violators final: 0
  • Max Clk Rate: 0.3404 GHz
  • Fin crit share: 51.53%
  • Tmin final: 2.937 ns
  • Final TNS setup: 0 ns

Pwr
  • Pwr Density: 277.9 nW/um^2
  • Max IR drop VDD: 153.8 uV
  • Leakage: 3.742 nW

Worst setup path
  • Slowest stage delay, CP: 0.47 ns
  • Element type at the critical path start: input port
  • CP Capture Type: flop
  • Buf/Inv on CP: 1
  • Setup CP Type: input port to flop
  • Family with the most delay on the worst path: simple AND/OR/NAND/NOR gates
  • CP Cell Sequence: clkdlybuf4s50_1 -> or4_4 -> nor4_4 -> nand3_1 -> nor2_2 -> a21oi_1
  • Cell at the slowest stage of the critical path: nor2_2
  • Critical Path AT: 3.21 ns
  • Worst-path fanout max: 12
  • Worst EP required: 5.97 ns

Global routing
  • Largest net degree at the start of global routing: 56
  • Vias in the first global route: 4866
  • First-pass GRT wire length: 24.92 mm
  • Total track usage: 12.78%
  • Initial antenna violation count: 0
  • Congestion Overflow GR: 0

Drt
  • Routed Antenna Nets: 0
  • Via count: 5356
  • DRC Markers: 0
  • Detailed Route Iter0 Violations: 272
  • Routed len/inst: 13.49 um
  • # diodes: 0
  • WL final: 14.69 mm
  • TritonRoute pass-1 iters: 5
  • DR vias/cell: 4.918

Run
  • Log Warnings: 39
  • Maxcap violations: 0

Worst hold path
  • Worst hold path type: flop to flop
power breakdown:
part           total (W)  switching (W)  internal [W]
Combinational   0.000125      0.0000626     0.0000627
Clock            0.00110       0.000431      0.000667
Sequential       0.00116      0.0000344       0.00113
routing by layer:
metal | wire length (um) | vias up | track usage (%)
li1 | - | 2695 | -
met1 | 7309 | 2560 | 19.70
met2 | 6655 | 84 | 19.61
met3 | 527 | 17 | 2.383
met4 | 198 | 0 | 1.694
met5 | 0 | - | 0
cells in the final DEF (no fill, tap or decap), types with 19 or more instances in the layout:
master             n
inv_1             45
mux2i_1           24
nand2_1           98
ha_1              26
o22ai_1           19
a21oi_1           44
o21ai_0           70
clkdlybuf4s50_1   31
dfrtp_1          143
nor2_1            30
area by class of cell:
type                            instances  area share [%]
Tap cell                              319           4.652
Multi-Input combinational cell        500           37.55
Clock buffer                           21           5.366
Clock inverter                         10           1.385
Inverter                               45           1.969
Timing Repair Buffer                   42           4.622
Sequential cell                       152           44.46
final timing paths:
| check | slack (ns) | from | to | depth (start not counted) |
|---|---|---|---|---|
| worst max-delay path | 2.76 | point[5] | seg_dynamic_inst.data_reg[12] | 6 |
| worst min-delay path | 0.38 | seg_dynamic_inst.sel_reg[5] | seg_dynamic_inst.sel[5] | 0 |
| min in group asynchronous | 0.65 | sys_rst_n | seg_dynamic_inst.data_disp[3] | 1 |
| worst min register to register | 0.38 | seg_dynamic_inst.sel_reg[5] | seg_dynamic_inst.sel[5] | 0 |
| worst max register to register | 3.11 | seg_dynamic_inst.bcd_8421_inst.cnt_shitf[0] | seg_dynamic_inst.bcd_8421_inst.data_shift[24] | 9 |
| max in group asynchronous | 4.00 | sys_rst_n | seg_dynamic_inst.data_reg[9] | 2 |
per-stage QoR:
step	worst slack, ns	hold slack [ns]	instances	total power (W)
2_1_floorplan	3.096	0.3537	735	0.001238
3_3_place_gp	2.392	0.3597	1058	0.001307
3_5_place_dp	2.383	0.3655	1058	0.001309
4_1_cts	2.798	0.3802	1089	0.002425
5_1_grt	2.638	0.3903	1089	0.002501
6_report	2.763	0.3751	1089	0.002385
worst register-to-register path, cell delays in order, from the launching register on:
cell and delay [ns]:
dfrtp_1 0.39, inv_1 0.09, ha_1 0.23, nor4b_4 0.14, buf_4 0.30, a2111oi_0 0.81
buf_4 0.24, nor4_1 0.04, a21oi_1 0.13, o22ai_1 0.09
logic make-up (layout without fill, tap and decap cells):
kind of cell               count (synthesis)  in the layout  synth area share (%)
AOI/OAI and AO/OA                        212            212                 18.23
and+or+nand+nor                          212            212                 13.85
DFF                                      152            152                 51.80
buffers and inverters                     83            118                 4.621
muxes                                     34             34                 5.250
adders and majority gates                 26             26                 4.417
xor gates and xnor gates                  15             15                 1.784
other                                      1              1               0.05092
Power figures rest on the tool's default switching activity, not on a simulated workload.
