### config.mk
export PLATFORM = sky130hd
export DESIGN_NAME = key_filter
export DESIGN_NICKNAME = key_filter
export VERILOG_FILES = /design/flow/design.v
export SDC_FILE = /design/flow/constraint.sdc
export NUM_CORES = 4
export LEC_CHECK = 1
export CORE_AREA = 10 10 93 93
export DIE_AREA = 0 0 103 103
### constraint.sdc
current_design key_filter

set clk_period 3.4
set clk_io_pct 0.2

create_clock -name clk0 -period $clk_period [get_ports {sys_clk}]

set non_clock_inputs [all_inputs -no_clocks]
set_input_delay [expr $clk_period * $clk_io_pct] -clock clk0 $non_clock_inputs
set_output_delay [expr $clk_period * $clk_io_pct] -clock clk0 [all_outputs]
### design.v
module  key_filter
#(
    parameter   CNT_MAX = 20'd999_999
)
(
    input   wire        sys_clk     ,
    input   wire        sys_rst_n   ,
    input   wire        key_in      ,
    output  reg        key_flag
);
reg     [19:0]  cnt_20ms        ;
always@(posedge sys_clk or negedge sys_rst_n)
    if(sys_rst_n == 1'b0)
        cnt_20ms    <= 20'b0;
    else    if(key_in == 1'b1)
        cnt_20ms    <= 20'b0;
    else    if(cnt_20ms == CNT_MAX)
        cnt_20ms    <= CNT_MAX;
    else
        cnt_20ms    <= cnt_20ms + 20'b1;
always@(posedge sys_clk or negedge sys_rst_n)
    if(sys_rst_n == 1'b0)
        key_flag    <= 1'b0;
    else    if(cnt_20ms == (CNT_MAX - 1'b1))
        key_flag    <= 1'b1;
    else
        key_flag    <= 1'b0;
endmodule
### run.sh
#!/bin/bash
# OpenROAD 26Q1-2900-gdf79404cd8, Yosys 0.63+post, stock flow scripts
make -C /OpenROAD-flow-scripts/flow DESIGN_CONFIG=/design/flow/config.mk WORK_HOME=/design/flow/orfs finish
==> impl_metrics.toml <==
# synthesis and place-and-route metrics
[power]
vdd_drop_max_mv = 0.133
p_sw_share_pct = 22.0
cellInternalPower_uw = 344
power_density_nw_per_um2 = 348
seqPwrFrac_pct = 58.1
p_leak_uw = 0.000439
p_sw_uw = 96.9
power_frac_comb_pct = 4.8
p_clk_share_pct = 37.1

[synthesis]
top_cells_by_area = "dfrtp_1 (48%), xnor2_1 (8.9%), nor2_1 (4.8%), a21oi_2 (4.0%), nand4_1 (3.5%)"
yosys.area.top_type = "dfrtp_1"
yosysMostFrequentCell = "dfrtp_1"
common_cells = "dfrtp_1 (21), nor2_1 (14), xnor2_1 (11)"
postSynthAreaPerCell_um2 = 9.98
netlist-cell-type-count = 25
ys_seq_share_pct = 48.3
synth.top_cell.area_share_pct = 48.3
synth-edff-count = 0
syn_area_um2 = 1090
syn_inst = 109
ys_area_um2 = 1090
yosysWarnings = 1
synth-main-ff-cell = "dfrtp_1"
ys_cells = 109
ys_ff = 21
synthArstFlopShare_pct = 100

[final_timing]
max_freq_ghz = 0.461
drv_slew = 0
worst_slew_pin_slew_ns = 0.633
fin_skew_ns = 0.00126
rsz0062_at_grt = "false"
hold_viol = 0
fin_crit_ns = 2.17
slew_headroom_pct = 57.6
period_used_pct = 63.8
fin_setup_tns_ns = 0
final-setup-viol-count = 0

[final_layout]
area_delta_synth_final_pct = 16.5
ff_latch_area_um2 = 526
fin_area_um2 = 1270
comb_area_um2 = 536
fillCellCount = 746
post_route_cells_drive_above_1_share_pct = 12.1

[global_routing]
antenna_found_initial = 0
gr-total-overflow = 0
grt_pass1_wl_um = 3770
grt_start_max_net_pins = 22
track_usage_pct = 4.30
grt_pass1_vias = 808

[clock_network]
clkTransAtPathRegs_ns = 0.07
cts.htree.levels = 1
cts_tree = "yes"
cts_sinks = 21
hold_buffers = 0
cts_made_buffers = 3
clock-root-buffer = "clkbuf_8"
post_cts_resize_count = 0
insertion_delay_ns = 0.26
postCtsSetupRepairBufs = 0
max-clock-path-buffers = 2

[critical_path]
end_kind = "flop"
path_cells = "or4b_1, or4_4, or3_4, a21oi_2"
cp_slowest_stage_delay_ns = 0.53
critPathTopFamily = "simple AND/OR/NAND/NOR gates"
arrival_ns = 2.35
start_kind = "flop"
critPathKind = "flop to flop"
crit_path_max_fanout = 5
critical-path-slowest-cell = "or4b_1"
crit_buf_inv = 0
rrSetupSlack_ns = 1.23
worst_ep_required_time_ns = 3.58

[routing]
routed_wl_um = 2110
postRouteAntennaNets = 0
insertedDiodeCount = 0
wl_per_cell_um = 10.7
drt-pass1-iter-count = 4
viasPerCell = 4.26
drc_errors = 0
drt_iter0_markers = 21
num_vias = 834

[die]
core.rowCount = 30
boundaryPins = 4
die_width_um = 103
die_height_um = 103
coreArea_um2 = 6760
die-area_um2 = 10600
fp_util_pct = 16.1

[flow_run]
log.warning_count = 26
maxCapViolCount = 0

[run_status]
status = "finished clean"

[worst_hold_path]
hold_class = "flop to flop"

[place]
placed_area_um2 = 1220
routabilityCongestion = 0.809
dpl.hpwl_um = 1490
io_buffers = 3
==> registers in the layout, indices dropped and copies added (netlist names) <==
register,count
cnt_20ms,20
key_flag,1
==> cells in the final DEF, fill, tap and decap left out, types with 2 or more instances in the layout <==
cell,n
dfrtp_1,21
nor2_1,14
xnor2_1,11
nand4_1,6
inv_1,6
a21oi_1,6
nand2_1,5
nand3_1,5
a21oi_2,5
or4_1,4
nor3_1,4
nor4_1,3
o21ai_0,3
or3_1,3
clkbuf_8,3
clkdlybuf4s50_1,3
a31o_2,2
ha_1,2
==> power groups by stage <==
stage | sequential, µW | clock, µW | combinational, µW
after CTS | 256 | 170 | 22.1
after global routing | 257 | 177 | 24.6
final | 256 | 163 | 21.2
==> layout make-up <==
cell class | count | share of cell area (%)
Clock buffer | 4 | 3.56
Inverter | 6 | 1.78
Multi-Input combinational cell | 81 | 42.3
Sequential cell | 21 | 41.5
Tap cell | 80 | 7.91
Timing Repair Buffer | 4 | 2.96
==> path summary, 6_finish.rpt <==
| path | depth (start not counted) | from | endpoint |
|---|---|---|---|
| max | 4 | cnt_20ms[8] | cnt_20ms[0] |
| min | 1 | cnt_20ms[0] | cnt_20ms[0] |
| max reg2reg | 4 | cnt_20ms[8] | cnt_20ms[0] |
| min reg2reg | 1 | cnt_20ms[0] | cnt_20ms[0] |
| max in group asynchronous | 2 | sys_rst_n | cnt_20ms[17] |
| min in group asynchronous | 2 | sys_rst_n | cnt_20ms[11] |
==> metal layers <==
layer / track usage, % / vias up / routed length (µm)
li1: - / 411 / -
met3: 0.677 / 2 / 102
met5: 0 / - / 0
met2: 6.68 / 25 / 962
met1: 6.16 / 396 / 1010
met4: 0.963 / 0 / 28
==> logic make-up after synthesis <==
group                    Yosys count  synth area share, %
XOR/XNOR                          11                 8.86
adder cells (fa/ha/maj)            2                 2.30
AND-OR/OR-AND                     19                 13.2
flip-flops                        21                 48.3
buffers and inverters              7                 2.42
AND/OR/NAND/NOR                   49                 24.9
==> per-stage QoR <==
stage | hold WS, ns | worst slack, ns | power [µW] | std cells | util [%]
after floorplan | 0.384 | 1.33 | 272 | 109 | -
after global placement | 0.518 | 1.18 | 283 | 192 | 18.1
after detailed placement | 0.523 | 1.17 | 283 | 192 | 18.1
after CTS | 0.534 | 1.23 | 449 | 196 | 18.7
after global routing | 0.552 | 1.13 | 459 | 196 | 18.7
final | 0.533 | 1.23 | 441 | 196 | 18.7
Power figures rest on the tool's default switching activity, not on a simulated workload.
